File: /design/flow/run.sh
#!/bin/bash
# OpenROAD 26Q1-2900-gdf79404cd8, Yosys 0.63+post, stock flow scripts
make -C /OpenROAD-flow-scripts/flow DESIGN_CONFIG=/design/flow/config.mk WORK_HOME=/design/flow/orfs finish
File: /design/flow/config.mk
export PLATFORM = sky130hd
export DESIGN_NAME = alu
export DESIGN_NICKNAME = alu
export VERILOG_FILES = /design/flow/design.v
export SDC_FILE = /design/flow/constraint.sdc
export NUM_CORES = 4
export LEC_CHECK = 1
export CORE_AREA = 10 10 109 109
export DIE_AREA = 0 0 119 119
export SYNTH_HDL_FRONTEND = slang
File: /design/flow/constraint.sdc
current_design alu

set clk_period 5.0
set clk_io_pct 0.2

create_clock -name clk0 -period $clk_period [get_ports {clk}]

set non_clock_inputs [all_inputs -no_clocks]
set_input_delay [expr $clk_period * $clk_io_pct] -clock clk0 $non_clock_inputs
set_output_delay [expr $clk_period * $clk_io_pct] -clock clk0 [all_outputs]
File: /design/flow/design.v
typedef enum logic [1:0] {
  add = 2'h1,
  sub = 2'h2,
  nop = 2'h0
} operation_t   ;
module alu #(
    parameter WIDTH = 6
) (
    input clk,
    input rst,
    input operation_t             op_in,
    input             [WIDTH-1:0] a_in,
    input             [WIDTH-1:0] b_in,
    input                         in_valid,
    output logic [WIDTH-1:0] out,
    output logic             out_valid
);
  operation_t             op_in_r;
  logic       [WIDTH-1:0] a_in_r;
  logic       [WIDTH-1:0] b_in_r;
  logic                   in_valid_r;
  logic       [WIDTH-1:0] result;
  always_ff @(posedge clk, posedge rst) begin
    if (rst) begin
      op_in_r    <= nop;
      a_in_r     <= '0;
      b_in_r     <= '0;
      in_valid_r <= '0;
    end else begin
      op_in_r    <= op_in;
      a_in_r     <= a_in;
      b_in_r     <= b_in;
      in_valid_r <= in_valid;
    end
  end
  always_comb begin
    result = '0;
    if (in_valid_r) begin
      case (op_in_r)
        add: result = a_in_r + b_in_r;
        sub: result = a_in_r + (~b_in_r + 1'b1);
        default: result = '0;
      endcase
    end
  end
  always_ff @(posedge clk, posedge rst) begin
    if (rst) begin
      out       <= '0;
      out_valid <= '0;
    end else begin
      out       <= result;
      out_valid <= in_valid_r;
    end
  end
endmodule
;
==> reports/results.txt <==
crit path DRT -> 4.00 ns
area reported by Yosys stat -> 1070 sq um
DR top layer -> met4
initial antenna violation count -> 0
Crit. End Element -> output pin
final WL -> 2310 microns
Synth Cell Area -> 1070 sq um
CP Buf/Inv Count -> 1
io pins -> 24
LEAKAGE -> 0.651 nW
Max Cap Viol -> 0
CP cell instances -> clkdlybuf4s50_1
Critical Path Stages -> 1
Slowest cell on crit path -> clkdlybuf4s50_1
htree depth -> 1
FF-to-FF setup slack -> 3.17 ns
ys async rst share -> 100%
initial DRC count -> 14
clk latency of the worst-skew pair -> 0.26 ns
CTS Buffer Depth -> 2
Area after DPL -> 1460 sq um
stage-log warning count -> 31
PortBufs -> 23
RSZ-0062 raised after global routing -> no
Power Density -> 251 nW/um^2
WL met3 -> 112 microns
cell count after synthesis -> 92
Yosys Instances -> 92
worst vdd ir -> 0.000112 V
first-pass GRT wire length -> 4090 microns
die height -> 119 microns
TritonCTS buffer count -> 3
Tightest Pin Transition -> 0.823 ns
family with the most delay on the worst path -> buffers and inverters
endpoints failing hold -> 0
hold path endpoint -> out_valid$_DFF_PP0_
chip area -> 14200 sq um
Setup-failing EPs final -> 0
GP Congestion -> 0.860
Commonest Layout Cell -> clkdlybuf4s50_1
post-route ant nets -> 0
hold path cells -> 0
chip width -> 119 microns
CTS Sinks -> 22
hold_ws -> 0.396 ns
Arrival @ worst endpoint -> 1.07 ns
syn avg cell area -> 11.7 sq um
Root Driver -> clkbuf_8
crit share post-route -> 41.4%
Synth Seq Share -> 51.3%
Crit Path Category -> reg2out
distinct cell type count after synthesis -> 29
Worst Clk Skew -> 0.00171 ns
Hold Crit Start -> in_valid_r$_DFF_PP0_
gr usage total -> 3.51%
Area Growth Syn to Fin -> 41.4%
post-DP HPWL -> 1880 microns
number of global-route vias before repair -> 793
fin crit period -> 2.07 ns
share of cells above drive strength 1 -> 7.69%
# DRC -> 0
# diodes -> 0
CP max stage delay -> 0.47 ns
most frequent cells in the layout -> 23 x clkdlybuf4s50_1, 22 x dfrtp_1, 13 x inv_1
reg2reg end -> out[4]$_DFF_PP0_
Vias/cell -> 2.86
routed len/inst -> 9.25 microns
Hold Path Class -> reg2reg
largest net degree at the start of global routing -> 23
count of library flops with an enable pin -> 0
yosys warns -> 0
Via Count -> 714
CTS tree -> done
Hold-fix buffers, CTS -> 0
overflow left after global routing -> 0
worst rel slew slack -> 45.1%
Post-CTS Repair Setup Buffers -> 0
status -> completed
CTS resizes -> 0
Max FO, Critical Path -> 1
r2r worst-path depth -> 6
row cnt -> 36
Commonest flop -> dfrtp_1
met2 WL -> 1050 microns
Design Area, Final -> 1520 sq um
max-slew violations -> 0
DRT met1 WL -> 1130 microns
Post-Route Setup TNS -> 0 ns
Critical R2R Launch -> a_in_r[0]$_DFF_PP0_
area of the core -> 9640 sq um
fp_density -> 11.1%
Worst setup SP type -> flop
drt first pass iters -> 4
Peak Freq -> 483 MHz
Registers, synthesis -> 22
clock-pin slew on the worst setup and hold paths -> 0.07 ns
[routing by layer]
metal / track usage, % / up-vias
met5: 0 / -
met4: 0.229 / 0
met3: 1.15 / 2
met2: 5.64 / 19
met1: 4.73 / 330
li1: - / 363
[how the worst max path moves through the flow]
stage / start / endpoint / slack, ns
finish: out_valid$_DFF_PP0_ / out_valid / 2.93
global route: out[2]$_DFF_PP0_ / out[2] / 2.86
CTS: out[0]$_DFF_PP0_ / out[0] / 2.90
[registers in the layout, summed over array words and instances, names as in the netlist]
name / cells
a_in_r: 6
out_valid: 1
out: 6
b_in_r: 6
op_in_r: 2
in_valid_r: 1
[where the power goes]
group	switching [mW]	total (mW)	internal, mW
logic	0.0304	0.0647	0.0343
clock network	0.0532	0.123	0.0700
registers	0.00532	0.192	0.187
[cell usage after synthesis (2+ instances only)]
cell type  number  area, sq um
a21oi_1         5         25.0
a21o_1          2         15.0
dfrtp_1        22          551
ha_1           12          150
a31oi_1         2         12.5
nand3_1         4         20.0
nor2b_1         2         12.5
inv_1          13         48.8
fa_1            2         40.0
a221oi_1        3         26.3
nand2_1         3         11.3
clkbuf_1        2         7.51
nor2_1          3         11.3
nor3_1          2         10.0
[final cells by class]
| type | instances | area (sq um) |
|---|---|---|
| Fill cell | 1085 | 8120 |
| Clock buffer | 4 | 55.1 |
| Timing Repair Buffer | 23 | 230 |
| Sequential cell | 22 | 551 |
| Multi-Input combinational cell | 54 | 462 |
| Tap cell | 133 | 166 |
| Inverter | 14 | 52.6 |
[kinds of logic after synthesis]
logic type	Yosys count	synth area share [%]
buffers and inverters	16	5.60
AND/OR/NAND/NOR	17	8.05
adder cells (fa/ha/maj)	14	17.7
multiplexers	2	2.45
XOR/XNOR	2	1.63
AND-OR/OR-AND	19	13.2
flip-flops	22	51.3
[metrics by stage]
stage               std cells  setup slack (ns)  utilization, %  total power, mW
finish                    250              2.93            15.7            0.380
global route              250              2.86            15.7            0.406
CTS                       250              2.90            15.7            0.388
detailed placement        246              2.91            15.2            0.261
global placement          246              2.95            15.2            0.260
floorplan                  92              3.30               -            0.232
Power and IR drop assume default switching activity.
